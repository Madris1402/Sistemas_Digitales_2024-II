<file path="./config.mk">
export PLATFORM = sky130hd
export DESIGN_NAME = flipflop_d
export DESIGN_NICKNAME = flipflop_d
export VERILOG_FILES = /design/flow/design.v
export SDC_FILE = /design/flow/constraint.sdc
export NUM_CORES = 4
export LEC_CHECK = 1
export CORE_AREA = 10 10 74 74
export DIE_AREA = 0 0 84 84
</file>
<file path="./constraint.sdc">
current_design flipflop_d

set clk_period 1.0
set clk_io_pct 0.2

create_clock -name clk0 -period $clk_period [get_ports {clk}]

set non_clock_inputs [all_inputs -no_clocks]
set_input_delay [expr $clk_period * $clk_io_pct] -clock clk0 $non_clock_inputs
set_output_delay [expr $clk_period * $clk_io_pct] -clock clk0 [all_outputs]
</file>
<file path="./design.v">
module flipflop_d (clk, sQ);
	input 	clk;
	output	[16:0] sQ;
	reg		[16:0] Ff = 17'hF0000;
	assign 	sQ = Ff; 
	always @(negedge clk)
		begin
			Ff = {Ff[4:0], Ff[16:5]};
		end
endmodule
</file>
<file path="./run.sh">
#!/bin/bash
# OpenROAD 26Q1-2900-gdf79404cd8, Yosys 0.63+post, stock flow scripts
make -C /OpenROAD-flow-scripts/flow DESIGN_CONFIG=/design/flow/config.mk WORK_HOME=/design/flow/orfs finish
</file>
==> reports/metrics.csv <==
stage,metric,value,unit
worst_setup_path,crit_buf_inv,1,
grt,grt_start_max_net_pins,11,
worst_setup_path,path_delay_family,flip-flops,
detailed_routing,viasPerCell,2.44,
clocking,cts-root-buf,clkbuf_8,
power_and_ir_drop,clockPowerShare,60.3,%
sta,finalSetupViolCount,17,
detailed_routing,diodes,0,
yosys,synthCells,18,
power_and_ir_drop,p_leak,0.384,nW
floorplan,fp.dieW,84,um
yosys,ys_seq_share,98.9,%
power_and_ir_drop,powerDensity,2580,nW/um^2
worst_setup_path,crit_path_max_fanout,2,
sta,hold_viol_final,0,
worst_setup_path,worstSetupPathType,flop to output pin,
floorplan,ios,18,
power_and_ir_drop,intPower,1.31,mW
final_layout,area_growth,93.8,%
final_layout,logic_gates,0,
final_layout,fin_cells,108,
power_and_ir_drop,swShare,24.0,%
detailed_routing,drtIter0Drc,0,
detailed_routing,post_drt_wl_per_cell,8.81,um
power_and_ir_drop,p_seq_share,39.7,%
detailed_routing,dr_total_vias,263,
detailed_routing,detail_route.wirelength,951,um
yosys,syn_area,344,um^2
floorplan,initCoreUtil,8.66,%
worst_setup_path,cpPeakStageDelay,310,ps
sta,rsz0062_at_grt,yes,
worst_setup_path,worst_ep_arrival_time,1240,ps
sta,relSlewSlack,95.1,%
clocking,cts_hold_buf,0,
grt,grtUsageTotal,2.73,%
sta,setup_ws,-444,ps
worst_setup_path,path_cells,buf_2,
power_and_ir_drop,ir_worst_vdd,0.794,mV
sta,hold_ws,330,ps
clocking,cts_tree,done,
yosys,ys_warn_count,2,
clocking,h-tree-depth,1,
placement,dp.cells,85,
detailed_routing,ant_nets,0,
yosys,yosys_area,344,um^2
clocking,clk_pin_slew,40,ps
final_layout,fin_area,667,um^2
worst_setup_path,critical-path-slowest-cell,dfxtp_2,
worst_setup_path,critPathRequiredTime,800,ps
clocking,clk_latency,330,ps
grt,first_global_vias,311,
detailed_routing,drtPass1Iterations,1,
final_layout,largest_reg_flops,17,
power_and_ir_drop,pwr-share-comb,0,%
yosys,yosysUniqueCellTypes,2,
floorplan,rows,23,
outcome,failed_checks,negative setup slack,
placement,routabilityCongestion,0.721,
sta,worst_slew_pin_slew,73.5,ps
outcome,status,"finished, violations left",
detailed_routing,route.detailed.drc,0,
worst_setup_path,critPathCaptureType,output pin,
sta,final-max-slew-violation-count,0,
yosys,ys_cells,18,
placement,dpl_cell_area,577,um^2
yosys,ys_ff,17,
clocking,cts_buffers,3,
sta,clock_skew,11.9,ps
power_and_ir_drop,switching_power,0.413,mW
flow_run,warnings,44,
floorplan,fp.dieArea,7060,um^2
clocking,cts_sinks,17,
placement,port_buffers,17,
grt,grt_pass1_wl,1470,um
hold_path,hold_class,flop to flop,
flow_run,cap_violations,0,
clocking,clk_path_buf_depth,2,
floorplan,core,3970,um^2
yosys,postSynthAreaPerCell,19.1,um^2
grt,grt-ovfl-total,0,
grt,antenna_found_initial,0,
floorplan,fp.dieH,84,um
worst_setup_path,worstSetupStartpointType,flop,
final_layout,logic_area,0,um^2
final_layout,layout-drive-gt1-share,70.7,%
[repair_timing]
| item | in CTS | in global routing |
|---|---|---|
| gates resized | 70 | 1 |
| hold endpoints to repair | 0 | 0 |
| setup endpoints to repair | 17 | 17 |
| buffers inserted | 2 | 1 |
[metrics by stage]
stage          utilization (%)  total power [mW]  setup TNS, ps  setup slack [ps]
2_1_floorplan                -             0.802              0              25.1
3_3_place_gp              14.5             0.802          -8240              -524
3_5_place_dp              14.5             0.802          -8160              -505
4_1_cts                   16.6              1.76          -7550              -460
5_1_grt                   16.8              1.84          -7940              -489
6_report                  16.8              1.72          -7290              -444
[worst paths after layout]
check | slack, ps | cells after the start | startpoint | to
max | -440 | 1 | Ff[5] | sQ[5]
min | 330 | 0 | Ff[3] | Ff[15]
max reg2reg | 460 | 1 | Ff[12] | Ff[7]
min reg2reg | 330 | 0 | Ff[3] | Ff[15]
[logic make-up after synthesis]
kind of cell           Yosys count  synth area share [%]
flip-flops                      17                  98.9
buffers and inverters            1                  1.09
[synthesized netlist by cell type]
cell,number,area [um^2]
dfxtp_1,17,340
inv_1,1,3.75
[routing by layer]
metal  global-route usage (%)  wire [um]  vias to the layer above
met5                        0          0                        -
met3                     4.13        159                        2
met4                     1.07          4                        0
met1                     2.51        439                      112
li1                         -          -                      133
met2                     3.00        347                       16
[cell type report]
cell class / instances / area [um^2]
Timing Repair Buffer: 20 / 108
Clock buffer: 3 / 41.3
Clock inverter: 18 / 93.8
Sequential cell: 17 / 362
Tap cell: 50 / 62.6
Fill cell: 445 / 3300
[cells in the final DEF, fill, tap and decap left out]
| cell type | n |
|---|---|
| dfxtp_2 | 17 |
| inv_1 | 17 |
| buf_2 | 17 |
| clkbuf_8 | 3 |
| buf_4 | 3 |
| bufinv_16 | 1 |
[power by group through the flow]
stage	Clock [mW]	Sequential (mW)	Combinational, mW
CTS	1.08	0.682	0.000000106
global route	1.16	0.680	0.000000112
finish	1.04	0.682	0.000000112
Power and IR drop assume default switching activity.
