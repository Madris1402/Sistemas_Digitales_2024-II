### /design/flow/config.mk
export PLATFORM = sky130hd
export DESIGN_NAME = prot
export DESIGN_NICKNAME = prot
export VERILOG_FILES = /design/flow/design.v
export SDC_FILE = /design/flow/constraint.sdc
export NUM_CORES = 4
export LEC_CHECK = 1
export CORE_UTILIZATION = 30
### /design/flow/constraint.sdc
current_design prot

set clk_period 5.1
set clk_io_pct 0.2

create_clock -name clk0 -period $clk_period [get_ports {ck}]

set non_clock_inputs [all_inputs -no_clocks]
set_input_delay [expr $clk_period * $clk_io_pct] -clock clk0 $non_clock_inputs
set_output_delay [expr $clk_period * $clk_io_pct] -clock clk0 [all_outputs]
### /design/flow/design.v
module prot (ck, cmd, MF, Mtbt, Tx, Rx);
	input 			ck;
	input  [3:0]   cmd;
	output 			MF;
	output 			Mtbt;
	output 			Tx;
	input 			Rx;
	reg 	[47:0] 	rbuff = 48'h0;
	reg 	[9:0]		rtx = 10'h001;
	assign 		Tx = rtx[0];
	reg 	[3:0] 	rcnt = 4'h0;
	reg 	[2:0] 	rcByt = 3'h0;
	wire 				wckd;
	assign 		Mtbt = wckd;
	wire 				wf;
	tbt igtb1( .ck(ck), .sT(1'b0), .f(wf), .ckd(wckd) );
	assign 			wf = ( (|rbuff) || (|rtx[9:1]) || (|rcnt) || (|cmd) || (|rcByt) );
	assign 			MF = wf;
	wire 				wrbuff = |rbuff;
	always @(negedge wckd)
	begin
		if (cmd)
		begin
			if (!wrbuff)
			begin
				if (cmd == 4'h9)
				begin
					rbuff = 48'hAA0D00000000;
					rcByt = 3'h6;
				end
			end
		end
		if ( (!(|rtx[9:1])) && (|rcByt) )
		begin
			rtx = { 1'b1, rbuff[47:40], 1'b0 };
			rcnt = 4'hA;
			rbuff = { rbuff[39:0], 8'h00 };
			rcByt = rcByt - 1;
		end
		else
			if ( (|rtx[9:1]) || (|rcnt) )
			begin
				rcnt = rcnt - 1;
				if (|rtx[9:1]) rtx = { 1'b0, rtx[9:1] };
			end
	end
endmodule
module tbt (ck, sT, f, ckd);
	input 	ck;
	input 	f;
	input 	sT;
	output 	ckd;
	reg	[21:0]	rc;
	reg 				rckd;
	reg 				rf;
	assign 	ckd = rckd;
always @(posedge ck)
	begin
		rf = f;
	end
	always @(negedge ck)
	begin
		if (f == 1'b1)
		begin
			if (rc == 22'h000000)
			begin
				if (sT)
				begin
					rc = 22'h00000A -1;
				end
				else
				begin
					rc = 22'h000005 -1;
				end
				rckd = !rckd;
			end
			else
			begin
				rc = rc - 1;
			end
		end
		else
		begin
			rc = 22'h000000;
			rckd = 1'b1;
		end
	end
endmodule
### /design/flow/run.sh
#!/bin/bash
# OpenROAD 26Q1-2900-gdf79404cd8, Yosys 0.63+post, stock flow scripts
make -C /OpenROAD-flow-scripts/flow DESIGN_CONFIG=/design/flow/config.mk WORK_HOME=/design/flow/orfs finish
==> insert_results.sql <==
-- load yosys + openroad results
INSERT INTO impl_metrics (metric_group, metric, value, unit) VALUES
('status', 'run_status', 'finished, final reports clean', ''),
('drt', 'drc_viols', '0', ''),
('worst_setup_path', 'cp.buffers_inverters', '2', ''),
('logic_synthesis', 'synth-main-ff-cell', 'sky130_fd_sc_hd__dfxtp_1', ''),
('min_path', 'hold_path_class', 'reg2reg', ''),
('grt', 'grt_pass1_vias', '2350', ''),
('drt', 'drtIter0Drc', '149', ''),
('clock_tree', 'cts_tree', 'yes', ''),
('layout', 'multi_input_comb_area', '1420', 'µm²'),
('flow_run', 'max_cap_viol_count', '0', ''),
('worst_setup_path', 'timing.critical_path.cells', 'clkdlybuf4s50_1 > nor4_2 > nand4_1 > or4_4 > o21ai_4 > buf_6 > a21oi_1', ''),
('logic_synthesis', 'synth-seq-cells', '88', ''),
('worst_setup_path', 'critical_path_class', 'in2reg', ''),
('worst_setup_path', 'start_kind', 'input pin', ''),
('timing', 'timing_hold_violations_final', '0', ''),
('worst_setup_path', 'critPathSlowestCell', 'sky130_fd_sc_hd__or4_4', ''),
('drt', 'drt.antenna.violating_nets', '0', ''),
('layout', 'fill_cells', '1086', ''),
('floorplan', 'core', '10900', 'µm²'),
('timing', 'setup_slack', '0.0721', 'ns'),
('placed_design', 'place_worst_setup_slack', '-0.426', 'ns'),
('grt', 'grt_remaining_overflow', '0', ''),
('placed_design', 'place_congestion', '0.781', ''),
('layout', 'area_growth', '11.8', '%'),
('logic_synthesis', 'distinct_lib_cells', '39', ''),
('timing', 'finClkSkew', '0.0154', 'ns'),
('worst_setup_path', 'setup.reg_to_reg.worst_slack', '2.80', 'ns'),
('logic_synthesis', 'synth_largest_type_area_fraction', '47.5', '%'),
('timing', 'unclocked_pins', '65', ''),
('grt', 'grt_pass1_wl', '10200', 'µm'),
('logic_synthesis', 'ys.warnings.count', '2', ''),
('drt', 'total_routed_wirelength', '5820', 'µm'),
('timing', 'rsz0062_at_grt', 'false', ''),
('clock_tree', 'clock_latency', '0.34', 'ns'),
('worst_setup_path', 'critical_path_cell_count', '7', ''),
('logic_synthesis', 'synth-async-reset-ratio', '0', '%'),
('placed_design', 'detailedPlacementHpwl', '3980', 'µm'),
('timing', 'final-max-slew-violation-count', '0', ''),
('logic_synthesis', 'yosysCellCount', '383', ''),
('power', 'power_leakage', '0.00156', 'µW'),
('logic_synthesis', 'synth_top_cell_by_area', 'sky130_fd_sc_hd__dfxtp_1', ''),
('power', 'p_per_area', '98.8', 'nW/µm²'),
('timing', 'worst_slew_pin_slew', '0.763', 'ns'),
('worst_setup_path', 'endpoint_kind', 'flip-flop', ''),
('floorplan', 'die_x', '108', 'µm'),
('worst_setup_path', 'cp_data_required_time', '2.76', 'ns'),
('drt', 'drt-vias-per-instance', '4.60', ''),
('timing', 'slew-limit-headroom', '49.0', '%'),
('clock_tree', 'cts_made_buffers', '3', ''),
('worst_setup_path', 'endpoint', 'igtb1.rc[3]', ''),
('floorplan', 'fp_util', '31.0', '%'),
('logic_synthesis', 'syn_inst', '383', ''),
('clock_tree', 'buffer_type_at_the_clock_tree_root', 'sky130_fd_sc_hd__clkbuf_8', ''),
('clock_tree', 'postCtsHoldBufs', '0', ''),
('timing', 'setup_viol', '0', ''),
('worst_setup_path', 'timing.rr.start', 'igtb1.rc[0]', ''),
('logic_synthesis', 'ys_seq_share', '54.6', '%'),
('worst_setup_path', 'max_stage_delay', '0.55', 'ns'),
('timing', 'number_of_unconstrained_endpoints', '74', ''),
('drt', 'via_count', '2520', ''),
('logic_synthesis', 'netlist_area', '3370', 'µm²'),
('drt', 'diode_insertion_count_for_antenna_repair', '0', ''),
('drt', 'wl_per_cell', '10.6', 'µm'),
('grt', 'grt_use_total', '10.8', '%'),
('worst_setup_path', 'worst-path-max-fanout', '11', ''),
('floorplan', 'fp.dieArea', '11700', 'µm²'),
('clock_tree', 'postCtsSetupBuffers', '0', ''),
('layout', 'most_common_cell_after_layout_fill_and_taps_aside', 'sky130_fd_sc_hd__nand2_1', ''),
('worst_setup_path', 'path_delay_family', 'simple AND/OR/NAND/NOR gates', ''),
('logic_synthesis', 'synth.area.top_cells', 'sky130_fd_sc_hd__dfxtp_1, sky130_fd_sc_hd__nand2_1, sky130_fd_sc_hd__edfxtp_1', ''),
('floorplan', 'design.portCount', '9', '');
sequential cells by signal, summed over array words and instances, names as in the netlist:
register / cells
igtb1.rckd: 1
rbuff: 48
rcByt: 3
rtx: 10
rcnt: 4
igtb1.rc: 22
metrics by stage:
stage          hold slack (ns)  instance area (µm²)  util (%)  total power, µW  std cells
2_1_floorplan            0.427                 3370         -              215        383
3_3_place_gp             0.438                 3600      33.1              220        522
3_5_place_dp             0.448                 3600      33.1              221        522
4_1_cts                  0.457                 3750      34.4              381        548
5_1_grt                  0.468                 3770      34.6              404        548
6_report                 0.454                 3770      34.6              372        548
final cells by class:
| type | count | share of cell area, % |
|---|---|---|
| repair buffers | 16 | 3.85 |
| flip-flops and latches | 88 | 48.9 |
| clock inverters | 24 | 2.52 |
| inverters | 13 | 1.29 |
| multi-input cells | 264 | 37.7 |
| clock buffers | 3 | 1.10 |
| well taps | 140 | 4.65 |
Yosys cell counts, types with 2 or more instances:
cell type / instances
sky130_fd_sc_hd__o21bai_1: 4
sky130_fd_sc_hd__xor2_1: 5
sky130_fd_sc_hd__nand2b_1: 2
sky130_fd_sc_hd__nand4_1: 3
sky130_fd_sc_hd__nand2_1: 103
sky130_fd_sc_hd__or3_1: 3
sky130_fd_sc_hd__nor3_1: 10
sky130_fd_sc_hd__nor3b_1: 2
sky130_fd_sc_hd__or4_1: 5
sky130_fd_sc_hd__and2_1: 8
sky130_fd_sc_hd__a31oi_1: 10
sky130_fd_sc_hd__clkbuf_1: 9
sky130_fd_sc_hd__xnor2_1: 15
sky130_fd_sc_hd__o21ai_0: 2
sky130_fd_sc_hd__nor4_1: 18
sky130_fd_sc_hd__a21o_1: 4
sky130_fd_sc_hd__and3_1: 2
sky130_fd_sc_hd__ha_1: 4
sky130_fd_sc_hd__nor2_1: 38
sky130_fd_sc_hd__buf_1: 4
sky130_fd_sc_hd__a21oi_1: 8
sky130_fd_sc_hd__nand3_1: 5
sky130_fd_sc_hd__buf_6: 2
sky130_fd_sc_hd__dfxtp_1: 80
sky130_fd_sc_hd__inv_1: 13
sky130_fd_sc_hd__o31a_1: 2
sky130_fd_sc_hd__o31ai_1: 3
sky130_fd_sc_hd__edfxtp_1: 8
power by group:
part | internal (µW) | total [µW] | switching [µW]
clock | 79.7 | 183 | 104
combinational | 4.87 | 8.25 | 3.38
sequential | 181 | 181 | 0
total | 266 | 372 | 107
worst reg2reg max path, stage by stage (launching register included):
cell                      delay [ns]
sky130_fd_sc_hd__dfxtp_1        0.32
sky130_fd_sc_hd__inv_1          0.06
sky130_fd_sc_hd__ha_1           0.18
sky130_fd_sc_hd__nor3b_1        0.41
sky130_fd_sc_hd__nand4_1        0.40
sky130_fd_sc_hd__or3_4          0.52
sky130_fd_sc_hd__o21ai_4        0.08
sky130_fd_sc_hd__buf_6          0.16
sky130_fd_sc_hd__a21oi_1        0.05
metal layers:
metal / global-route usage (%) / routed length, µm / vias to the layer above
li1: - / - / 1337
met1: 16.6 / 3150 / 1153
met2: 16.9 / 2500 / 24
met3: 1.53 / 109 / 6
met4: 1.86 / 60 / 0
met5: 0 / 0 / -
cells by family after synthesis:
family                   synth area share (%)
AND-OR/OR-AND                            7.28
flip-flops                               54.6
multiplexers                            0.334
buffers and inverters                    3.97
adder cells (fa/ha/maj)                  1.48
XOR/XNOR                                 5.20
AND/OR/NAND/NOR                          27.1
worst min path at each step:
stage / end / slack [ns] / cells past startpoint
after CTS: igtb1.rc[0] / 0.46 / 1
after global routing: igtb1.rc[0] / 0.47 / 1
final: igtb1.rc[0] / 0.45 / 1
what timing repair did:
item	CTS	global route
pin swaps	1	2
endpoints found under the setup margin	20	20
resized	2	4
Power and IR drop assume default switching activity.
