--- design/flow/run.sh ---
#!/bin/bash
# OpenROAD 26Q1-2900-gdf79404cd8, Yosys 0.63+post, stock flow scripts
make -C /OpenROAD-flow-scripts/flow DESIGN_CONFIG=/design/flow/config.mk WORK_HOME=/design/flow/orfs finish
--- design/flow/config.mk ---
export PLATFORM = sky130hd
export DESIGN_NAME = seqdiv
export DESIGN_NICKNAME = seqdiv
export VERILOG_FILES = /design/flow/design.v
export SDC_FILE = /design/flow/constraint.sdc
export NUM_CORES = 4
export LEC_CHECK = 1
export CORE_UTILIZATION = 40
--- design/flow/design.v ---
module contador (clk, sQ);
	input 	clk;
	output	[16:0] sQ;
	reg		[16:0] Ff = 17'h00018;
	assign 	sQ = Ff; 
	always @(negedge clk)
		begin
			if (Ff [3] == 1'b1)
			begin
				if(Ff [13] == 1'b1)
				begin
					Ff = { 4'b0010, Ff[13:4], 3'b000};
				end
				else
				begin
					Ff = {3'b000, Ff[12:4], 1'b0, Ff[3:0]};
				end
			end
			else if (Ff [14] == 1'b1)
			begin
				if(Ff [4] == 1'b1)
				begin
					Ff ={ 2'b00, Ff[13:3], 4'b1000};
				end
				else
				begin
					Ff = {3'b001, 1'b0, Ff[13:5], Ff[3:0]};
				end
			end
		end
endmodule
module divisor (ck, ckd);
	input 	ck;
	output 	ckd;
	reg	[21:0]	rc;
	reg 				rckd;
	assign 	ckd = rckd;
	always @(negedge ck)
	begin
		if (rc == 22'h000000)
		begin
			rc = 22'h000005 -1;
			rckd = !rckd;
		end
		else
		begin
			rc = rc - 1;
		end
	end
endmodule
module seqdiv (ck, sQ);
	input 			ck;
	output [9:0] 	sQ;
	wire 			wckd;
	wire [16:0] wsq;
	divisor dv1(.ck(ck), .ckd(wckd));
	contador sq1 (.clk(wckd), .sQ(wsq));
	assign 	sQ = wsq[13:4];
endmodule
--- design/flow/constraint.sdc ---
current_design seqdiv

set clk_period 9.3
set clk_io_pct 0.2

create_clock -name clk0 -period $clk_period [get_ports {ck}]

set non_clock_inputs [all_inputs -no_clocks]
set_input_delay [expr $clk_period * $clk_io_pct] -clock clk0 $non_clock_inputs
set_output_delay [expr $clk_period * $clk_io_pct] -clock clk0 [all_outputs]
==> metrics.cfg <==
[routing]
drt-met1-wl_um=1500
ant_nets=0
drc=0
route.top_layer_used=met4
vias=1286
met3_length_um=119
drt-initial-drc-count=66
drt_pass1_iterations=6
drt_wl_total_um=2870
routedWlPerCell_um=11.67
wl_met2_um=1241
viasPerCell=5.228
n_antenna_cell=0

[synthesis]
ys_area_mm2=0.001704
synth-warning-count=2
postSynthCellCount=175
synthDistinctLibCells=37
synthTopCellsByArea=dfxtp_1, edfxtp_1, mux2i_1
ys_cells=175
avgSynthCellArea_um2=9.738
top_area_frac=0.2819
synth_area_mm2=0.001704
ys_seq_frac=0.4758
yosysTopAreaCell=dfxtp_1
ys.flops=35

[worst_hold_path]
hold_end=dv1.rc[0]
hold_class=flip-flop to flip-flop
whs_path_depth=1
min-delay-start=dv1.rc[0]

[critical_path]
crit_type=flip-flop to flip-flop
critical_path.max_fanout=19
cp-startpoint=dv1.rc[5]
crit_buf_inv=0
arrival_ps=7180
crit_family=simple AND/OR/NAND/NOR gates
ff2ff_path_depth=4
worstPathRequired_ps=14140
cpPeakStageDelay_ps=610
r2r_start=dv1.rc[5]
cp-start-kind=flip-flop
path_cells=nor4_2 -> or4b_4 -> nor3_4 -> nor2_1
crit_path_end_kind=flip-flop
r2r-end=dv1.rc[14]
r2r_slack_ps=6960
cp_slowest_cell=nor4_2

[die]
core.rowCount=23
ios=11
die_w_um=67.27
die_h_um=67.27
dieArea_mm2=0.004525
fp-utilization=0.4200
coreArea_mm2=0.004058

[clock_network]
holdBufCountCts=0
clock-root-buffer=clkbuf_8
cts_max_level=1
clk_pin_slew_ps=40
cts_buffers=3
max-clock-path-buffers=2
cts_tree=built
ctsResizeCount=0
post_cts_buffers=0
insertion_delay_ps=340

[global_routing]
grt_max_degree=20
grt_use_total=0.1482
grt_pass1_wl_um=5064
grt_overflow_total=0
grt_pass1_vias=1213
antenna_found_initial=0

[final_timing]
finalSetupTns_ps=0
min_period_ps=2337
clock.fmax_mhz=427.8
layout_worst_path_cycle_share=0.2513
slew_headroom=0.5089
setup_violations=0
skew_ps=13.13
slew_violations=0
tightest_slew_ps=734.3
untimed_endpoints=32
unclocked_pins=12
hold_viol_final=0
grt_setup_unrepaired=false

[layout]
post-route-util=0.4662
nFillCells=357
fin_area_mm2=0.001892
syn2layout_area_growth_pct=11.01
combGateArea_um2=764.5
drive_above_1_share=0.05102
seq_area_um2=810.8

[placed_design]
place_hpwl_um=1927
globalplace.congestion=0.8275
post_dp_cell_area_mm2=0.001764
port_buffers=10

[power]
powerDensity_mw_per_mm2=104.7
ir_drop_v=0.00009607
p_leak_nw=0.7756

[job]
warning_count=48
cap_violations=0

[outcome]
status=finished, final reports clean

-- metal layers --
metal | GRT usage | vias to the layer above
met3 | 0.04452 | 2
met5 | 0 | -
met4 | 0.03989 | 0
met1 | 0.2155 | 596
li1 | - | 663
met2 | 0.2225 | 25
-- synthesized netlist by cell type --
library cell and n:
or4_1 5, nand4b_1 2, mux2_2 1, clkbuf_1 3, nor2_1 18, a21oi_1 11, or4_4 1, a22o_1 1
xnor2_1 3, nand4_1 2, o31ai_1 3, nor4b_1 1, dfxtp_1 24, inv_1 7, nand3_1 2, nand2b_1 3
and2_1 2, nor3_1 5, o21ai_0 10, or4b_4 1, nor4_2 1, buf_6 1, o21a_1 1, nor4_1 3
nand2_1 7, mux2i_1 10, o22ai_1 5, nor3_4 1, buf_2 1, xor2_1 7, ha_1 1, edfxtp_1 11
or3_1 6, or2_2 2, nor2b_1 2, and3_1 1, buf_4 10
-- per-stage QoR --
step / hold slack, ps / worst slack, ps / std cells / total power, W
floorplan: 413.8 / 7209 / 175 / 0.0001171
global placement: 425.9 / 7056 / 220 / 0.0001171
detailed placement: 456.2 / 6994 / 220 / 0.0001171
CTS: 462.4 / 6984 / 246 / 0.0002038
global route: 495.9 / 6761 / 246 / 0.0002142
finish: 458.8 / 6963 / 246 / 0.0001981
-- report_power, final --
part                total (W)  leakage [nW]  switching, W  internal, W
clock network       0.0000982         0.149     0.0000558    0.0000424
registers           0.0000999         0.319             0    0.0000999
logic          0.000000000307         0.307             0            0
-- cell usage in the layout (no fill, tap or decap) --
cell type        Yosys  routed
dfxtp_1             24      24
nor4_1               3       3
a21oi_1             11      11
nand4_1              2       2
or4_4                1       1
nor4_2               1       1
or3_1                6       6
mux2_2               1       1
clkbuf_8             0       3
nor3_1               5       5
and2_1               2       2
nand2_1              7       7
or4b_4               1       1
or2_2                2       2
clkdlybuf4s50_1      0      10
edfxtp_1            11      11
mux2i_1             10      10
o21ai_0             10      10
xor2_1               7       7
nor2_1              18      18
inv_1                7      30
nor2b_1              2       2
ha_1                 1       1
nor3_4               1       1
xnor2_1              3       3
o31ai_1              3       3
nor4b_1              1       1
a22o_1               1       1
or4_1                5       5
nand3_1              2       2
and3_1               1       1
o21a_1               1       1
nand4b_1             2       2
nand2b_1             3       3
o22ai_1              5       5
-- sequential cells by signal (all words and copies together), names as in the netlist --
name / count
dv1.rc: 22
dv1.rckd: 1
sq1.Ff: 12
-- final cells by class --
class                      count  area share
tap                           50     0.03307
clock inverter                24     0.04762
multi-input combinational    118      0.4041
timing repair buffer          10     0.05291
sequential                    35      0.4286
clock buffer                   3     0.02183
inverter                       6     0.01190
-- how the worst max path moves through the flow --
stage       endpoint  slack, ps  cells after the start
4_1_cts    dv1.rc[6]       6980                      4
6_report  dv1.rc[14]       6960                      4
5_1_grt   dv1.rc[17]       6760                      4
-- cell families after synthesis --
kind of cell / count (synthesis) / synth area share
simple gates: 65 / 0.2217
flops: 35 / 0.4758
compound gates: 31 / 0.1028
buf+inv: 22 / 0.07562
mux: 11 / 0.06535
xor+xnor: 10 / 0.05140
fa+ha+maj: 1 / 0.007341
No activity file was given, so power comes from the tool's default toggle rates.
